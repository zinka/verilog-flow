`./config.mk`:
```
export PLATFORM = sky130hd
export DESIGN_NAME = reqwalker
export DESIGN_NICKNAME = reqwalker
export VERILOG_FILES = /design/flow/design.v
export SDC_FILE = /design/flow/constraint.sdc
export NUM_CORES = 4
export LEC_CHECK = 1
export CORE_AREA = 10 10 72 72
export DIE_AREA = 0 0 82 82
```
`./constraint.sdc`:
```
current_design reqwalker

set clk_period 2.3
set clk_io_pct 0.2

create_clock -name clk0 -period $clk_period [get_ports {i_clk}]

set non_clock_inputs [all_inputs -no_clocks]
set_input_delay [expr $clk_period * $clk_io_pct] -clock clk0 $non_clock_inputs
set_output_delay [expr $clk_period * $clk_io_pct] -clock clk0 [all_outputs]
```
`./design.v`:
```
module	reqwalker(i_clk,
		i_cyc, i_stb, i_we, i_addr, i_data,
		o_stall, o_ack, o_data,
		o_led);
	input	wire		i_clk;
	input	wire		i_cyc, i_stb, i_we;
	input	wire		i_addr;
	input	wire	[31:0]	i_data;
	output	wire		o_stall;
	output	reg		o_ack;
	output	wire	[31:0]	o_data;
	output	reg	[5:0]	o_led;
	wire		busy;
	reg	[3:0]	state;
	initial	state = 0;
	always @(posedge i_clk)
	if ((i_stb)&&(i_we)&&(!o_stall))
		state <= 4'h1;
	else if (state >= 4'd11)
		state <= 4'h0;
	else if (state != 0)
		state <= state + 1'b1;
	always @(posedge i_clk)
	case(state)
	4'h1: o_led <= 6'b00_0001;
	4'h2: o_led <= 6'b00_0010;
	4'h3: o_led <= 6'b00_0100;
	4'h4: o_led <= 6'b00_1000;
	4'h5: o_led <= 6'b01_0000;
	4'h6: o_led <= 6'b10_0000;
	4'h7: o_led <= 6'b01_0000;
	4'h8: o_led <= 6'b00_1000;
	4'h9: o_led <= 6'b00_0100;
	4'ha: o_led <= 6'b00_0010;
	4'hb: o_led <= 6'b00_0001;
	default: o_led <= 6'b00_0000;
	endcase
	assign	busy = (state != 0);
	initial	o_ack = 1'b0;
	always @(posedge i_clk)
		o_ack <= (i_stb)&&(!o_stall);
	assign	o_stall = (busy)&&(i_we);
	assign	o_data = { 28'h0, state };
	wire	[33:0]	unused;
	assign	unused = { i_cyc, i_addr, i_data };
endmodule
```
`./run.sh`:
```
#!/bin/bash
# OpenROAD 26Q1-2900-gdf79404cd8, Yosys 0.63+post, stock flow scripts
make -C /OpenROAD-flow-scripts/flow DESIGN_CONFIG=/design/flow/config.mk WORK_HOME=/design/flow/orfs finish
```
==> run notes <==
Status of the implementation.

- The run finished with clean final reports.
- Pins over their slew limit in the final report were tallied at 0.
- The TritonCTS buffer count is 3, for reference.
- The skew report gives the latency at the later pin of the worst-skew pair as 0.24 ns.
- Antenna repair during routing inserted a diode count of 0.
- The first global-routing pass estimated 1.959 mm of wire.
- The number of cells in the yosys synthesis report is 78, for reference.
- The worst hold path begins at state[0]$_SDFFE_PP1P_.
- The async set-or-reset flop fraction in the synthesized netlist is 0%, for reference.
- The synthesis run shows the most used standard cells to be sky130_fd_sc_hd__buf_4, sky130_fd_sc_hd__dfxtp_1, sky130_fd_sc_hd__inv_1, sky130_fd_sc_hd__ha_1, sky130_fd_sc_hd__nand3_1.
- The initial antenna violation count was 0.
- Warnings reported by Yosys during synthesis add up to 1.
- Warnings raised by the tools during the run amount to 62.
- The number of max-cap violations is 0, for reference.
- The layout overhead on the synthesized area is 17.77%, for reference.
- TritonRoute output was used to compute an average wire per cell of between 9 and 10 um.
- In this run the clock root is driven by a sky130_fd_sc_hd__clkbuf_8.
- The final route contains 447 vias.
- The remaining number of nets flagged by the antenna check after routing is 0, for reference.
- For this block, the routed nets add up to 1.412 mm of wire.
- The synthesized instance count is 78.
- By area the synthesized netlist is led by sky130_fd_sc_hd__dfxtp_1, sky130_fd_sc_hd__buf_4, sky130_fd_sc_hd__ha_1.
- The core region area is 0.003689 sq mm, for reference.
- The final-layout fill cell count is 419, for reference.
- The average cell area after synthesis is 9.208 sq um, for reference.
- The maximum number of pins on one net before global-route repair is 11, for reference.
- For this run, the top clock speed supported by timing is between 400 and 500 MHz.
- The sort of element at the end of the critical path is a primary output, for reference.
- Along the worst path, the maximum fanout reaches 8.
- The simple-gate share of the synthesized area is 14.11%, for reference.
- The signal on the critical path passes through inv_1, ha_1, nand2b_4, o21a_4, clkdlybuf4s50_1.
- The synthesized netlist devotes 9.756% of its cell area to compound gates.
- Summing every instance area after synthesis gives 718.2 sq um.
- The kind of cell with the highest combined delay along the critical path is buffers and inverters.
- The hold buffer count at CTS is 0, for reference.
- The area fraction in full adders, half adders and majority gates is ~8.7%, for reference.
- The most used flip-flop cell after synthesis is sky130_fd_sc_hd__dfxtp_1.
- The post-placement setup slack is 0.2456 ns, for reference.
- The worst stage delay on the critical path is 0.47 ns, for reference.
- After Yosys synthesis, XOR and XNOR cells account for roughly 1.2% of the synthesized area.
- Setup repair after global routing left no endpoint under its margin.
- On the critical path, the stage with the largest delay is an instance of sky130_fd_sc_hd__clkdlybuf4s50_1.
- After layout, the setup clock skew is reported as 0.004762 ns.
- The worst hold-check path type is flip-flop to flip-flop, for reference.
- The tally of buffers added on design ports is 14, for reference.
- The largest buffer count on any clock path is 2, for reference.
- The last timing report of the flow puts the setup violation total at 0.
- The number of levels the H-tree was split into is 1, for reference.
- OpenROAD reports that the post-layout worst path occupies 95.51% of the period.
- Of the post-synthesis cell area, the dominant cell type holds between 30% and 40%.
- Grouping non-sequential cells by family puts the most area in buffers and inverters.
- The per-cell via count in the routed design is 3.148, for reference.
- The library cell occupying the most area in the post-synthesis netlist is sky130_fd_sc_hd__dfxtp_1, for reference.
- The flip-flop and latch area is roughly 220 sq um, for reference.
- According to the timing report, the critical path is launched from state[0]$_SDFFE_PP1P_.
- Measured along the y axis, the die boundary spans 82 um.
- The report lists the power per cell area as 1105 mW/mm^2.
- In this run the count of I/O pins placed on the die edge is 77.
- Before placement the cells fill between 10% and 20% of the core.
- The shortest clock period the worst path allows after layout is approximately 2.2 ns, for reference.
- In the placement report, post-DP HPWL is listed as 1.166 mm.
- The number of global-route vias before repair is 428, for reference.
- The setup TNS after final layout is 0 ns, for reference.
- The critical path buffer and inverter count is 2, for reference.
- The script parses the final routing iteration and logs DRC violations as 0.
- The length of the first detailed-routing pass in iterations is 2, for reference.
- The critical path class is flip-flop to primary output, for reference.
- The post-synthesis sequential area ratio is 30.66%, for reference.
- The distinct cell type count of the synthesized netlist is 27, for reference.
- The clock tree from TritonCTS is done, for reference.
- The worst reg2reg path startpoint is state[0]$_SDFFE_PP1P_, for reference.
- On the critical path the data arrives at 1.74 ns.
- The static leakage is 0.3820 nW, for reference.
- The post-synth tally of flip-flops with integrated enable is 0, for reference.
- The number of flip-flops and latches in the synthesized netlist is 11, for reference.
- The most instantiated library cell after synthesis is sky130_fd_sc_hd__buf_4, for reference.
- Cells with a size suffix above 1 make up 11.70% of the layout.
- For the worst setup path, the data required time is about 1.8 ns.
- At the end of routability-driven placement, the weighted congestion stood at a little under 0.8.
- The chip occupies 0.006724 sq mm.
- STA classifies the critical path startpoint as a flip-flop.
- The post-synth area from yosys stat is between 700 and 800 sq um, for reference.
- Summed over all routing layers, the global router reports a total usage of 3.673%.
- The synthesis run shows multiplexers occupying 0% of the cell area.
- The total global routing overflow is 0, for reference.
- For this design, the sink count on the clock tree is 11.
- The final hold violation count recorded for this run is 0.
- The number of rows in the core area is 22, for reference.
- The combinational gate area is about 350 sq um, for reference.
- The final worst setup slack is 0.1034 ns, for reference.
- The horizontal die dimension is 82 um, for reference.
- The worst supply voltage drop on vdd is 357.3 uV, for reference.
- On the worst setup and hold paths after CTS, the clock-pin slew comes to 0.05 ns.
- The count of routing violations after the opening detailed-route iteration is 39, for reference.
==> sequential cells by signal, summed over array words and instances (netlist names) <==
name and cells:
o_ack 1, o_led 6, state 4
==> report_power, final <==
part | total [mW] | internal (mW) | switching (mW)
combinational | 0.410 | 0.250 | 0.160
sequential | 0.335 | 0.269 | 0.0657
clock | 0.190 | 0.121 | 0.0686
==> stage by stage <==
stage / cell area, sq um / util, % / power, mW / std cells / hold WS (ns)
2_1_floorplan: 819.5 / - / 0.5901 / 105 / 0.4900
3_3_place_gp: 798.3 / 21.64 / 0.7506 / 138 / 0.5581
3_5_place_dp: 798.3 / 21.64 / 0.7510 / 138 / 0.5647
4_1_cts: 844.6 / 22.90 / 0.9527 / 142 / 0.5359
5_1_grt: 845.8 / 22.93 / 1.018 / 142 / 0.5557
6_report: 845.8 / 22.93 / 0.9346 / 142 / 0.5284
==> repair_timing <==
item                       in CTS  in global routing
buffers inserted                0                  0
setup endpoints to repair       1                  1
gates resized                   1                  1
==> per-layer routing <==
| metal | wire length (um) | track usage, % | vias to the layer above |
|---|---|---|---|
| li1 | - | - | 230 |
| met1 | 616 | 4.310 | 190 |
| met2 | 611 | 5.956 | 25 |
| met3 | 178 | 2.203 | 2 |
| met4 | 6 | 0.1701 | 0 |
| met5 | 0 | 0 | - |
==> worst paths after layout <==
path | cells past startpoint | slack (ns) | end
min | 1 | 0.53 | o_led[5]$_SDFF_PP0_
min reg2reg | 1 | 0.53 | o_led[5]$_SDFF_PP0_
max | 5 | 0.10 | o_stall
max reg2reg | 4 | 1.03 | state[1]$_SDFFE_PP0P_
==> final cells by class <==
type | instances | share of cell area [%]
inverter | 6 | 2.663
tap | 48 | 7.101
clock buffer | 4 | 5.325
timing repair buffer | 15 | 17.46
multi-input combinational | 58 | 41.12
sequential | 11 | 26.33
==> layout by cell type, fill, tap and decap left out, drive strengths merged <==
master         count
clkdlybuf4s50     14
nor4               1
nor2               2
o311ai             1
xor2               1
nand2b             2
o21a               1
inv                6
nor3               1
conb              28
o21ai              2
a21oi              1
ha                 5
clkbuf             4
and2b              1
a2bb2oi            1
nand2              1
and2               1
dfxtp             11
nor2b              1
o2bb2ai            1
o31ai              1
a31oi              1
nor4b              1
buf                1
nand3              3
nand4              1
==> cell families (layout without fill, tap and decap cells) <==
logic type / count (synthesis) / after routing
flip-flops: 11 / 11
AND-OR/OR-AND: 9 / 9
XOR/XNOR: 1 / 1
AND/OR/NAND/NOR: 15 / 15
adder cells (fa/ha/maj): 5 / 5
other: 1 / 28
buffers and inverters: 36 / 25
Power is estimated from default activity; no workload was simulated.
