`design.v`:
```
`default_nettype	none
module txuart(i_clk, i_wr, i_data, o_uart_tx, o_busy);
	parameter	[23:0]	CLOCKS_PER_BAUD = 24'd868;
	input	wire		i_clk;
	input	wire		i_wr;
	input	wire	[7:0]	i_data;
	output	wire		o_uart_tx;
	output	reg		o_busy;
	localparam [3:0] START	= 4'h0,
		BIT_ZERO	= 4'h1,
		BIT_ONE		= 4'h2,
		BIT_TWO		= 4'h3,
		BIT_THREE	= 4'h4,
		BIT_FOUR	= 4'h5,
		BIT_FIVE	= 4'h6,
		BIT_SIX		= 4'h7,
		BIT_SEVEN	= 4'h8,
		LAST		= 4'h8,
		IDLE		= 4'hf;
	reg	[23:0]	counter;
	reg	[3:0]	state;
	reg	[8:0]	lcl_data;
	reg		baud_stb;
	initial	o_busy = 1'b0;
	initial	state  = IDLE;
	always @(posedge i_clk)
	if ((i_wr)&&(!o_busy))
		{ o_busy, state } <= { 1'b1, START };
	else if (baud_stb)
	begin
		if (state == IDLE)  
			{ o_busy, state } <= { 1'b0, IDLE };
		else if (state < LAST) begin
			o_busy <= 1'b1;
			state <= state + 1'b1;
		end else  
			{ o_busy, state } <= { 1'b1, IDLE };
	end
	initial	lcl_data = 9'h1ff;
	always @(posedge i_clk)
	if ((i_wr)&&(!o_busy))
		lcl_data <= { i_data, 1'b0 };
	else if (baud_stb)
		lcl_data <= { 1'b1, lcl_data[8:1] };
	assign	o_uart_tx = lcl_data[0];
	initial	baud_stb = 1'b1;
	initial	counter = 0;
	always @(posedge i_clk)
	if ((i_wr)&&(!o_busy))
	begin
		counter  <= CLOCKS_PER_BAUD - 1'b1;
		baud_stb <= 1'b0;
	end else if (!baud_stb)
	begin
		baud_stb <= (counter == 24'h01);
		counter  <= counter - 1'b1;
	end else if (state != IDLE)
	begin
		counter <= CLOCKS_PER_BAUD - 1'b1;
		baud_stb <= 1'b0;
	end
endmodule
```
`run.sh`:
```
#!/bin/bash
# OpenROAD 26Q1-2900-gdf79404cd8, Yosys 0.63+post, stock flow scripts
make -C /OpenROAD-flow-scripts/flow DESIGN_CONFIG=/design/flow/config.mk WORK_HOME=/design/flow/orfs finish
```
`config.mk`:
```
export PLATFORM = sky130hd
export DESIGN_NAME = txuart
export DESIGN_NICKNAME = txuart
export VERILOG_FILES = /design/flow/design.v
export SDC_FILE = /design/flow/constraint.sdc
export NUM_CORES = 4
export LEC_CHECK = 1
export CORE_AREA = 10 10 108 108
export DIE_AREA = 0 0 118 118
```
`constraint.sdc`:
```
current_design txuart

set clk_period 4.2
set clk_io_pct 0.2

create_clock -name clk0 -period $clk_period [get_ports {i_clk}]

set non_clock_inputs [all_inputs -no_clocks]
set_input_delay [expr $clk_period * $clk_io_pct] -clock clk0 $non_clock_inputs
set_output_delay [expr $clk_period * $clk_io_pct] -clock clk0 [all_outputs]
```
==> results.py <==
# Flow results
metrics = {
    "clock_tree": {
        "post_cts_resized": 0,
        "clk_pin_slew_ns": 0.08,
        "cts_root_buf": "clkbuf_8",
        "cts_sinks": 39,
        "postCtsHoldBufs": 0,
        "htree_num_levels": 2,
        "cts_tree": "yes",
        "cts_buffer_depth": 2,
        "postCtsSetupRepairBufs": 0,
        "cts_made_buffers": 5,
        "clk_latency_ns": 0.29,
    },
    "critical_path": {
        "required_ns": 4.40,
        "crit_buf_inv": 1,
        "r2r_slack_ns": 2.02,
        "rr_worst_depth": 6,
        "path_cells": "clkdlybuf4s50_1, nor2b_2, a21oi_1, o311ai_0, o31ai_1",
        "crit_family": "AND-OR/OR-AND gates",
        "cp_max_fo": 11,
        "critPathLaunchType": "primary input",
        "rr_endpoint": "counter[14]",
        "critical_path.max_stage_delay_ns": 0.65,
        "worstSetupPathType": "primary input to register",
        "critPathCaptureType": "register",
        "cp.arrival_ns": 2.49,
        "r2r-start": "counter[0]",
        "crit_path_top_delay_cell": "a21oi_1",
    },
    "worst_hold_path": {
        "whs_path_depth": 2,
        "hold_start": "counter[17]",
        "hp-class": "register to register",
        "min_to": "counter[17]",
    },
    "routing": {
        "drc": 0,
        "first_iter_violations": 98,
        "wire_per_inst_um": 10.88,
        "vias": 1496,
        "via_per_inst": 4.349,
        "drt_first_pass_iters": 4,
        "ant_nets": 0,
        "routed_wl_mm": 3.742,
        "antenna_cells": 0,
    },
    "power_and_ir_drop": {
        "finalPower_mw": 0.9383,
        "p_per_area_nw_per_um2": 428.5,
        "p_leak_nw": 0.7736,
        "ir_drop_mv": 0.1335,
    },
    "floorplanning": {
        "io_pins": 12,
        "fp.dieH_um": 118,
        "dieArea_um2": 13920,
        "core-area_um2": 9284,
        "initCoreUtil_pct": 19.81,
        "die_w_um": 118,
        "rows": 35,
    },
    "placement": {
        "dp_slack_ns": 1.602,
        "placed_cell_area_um2": 2082,
        "io_buffers": 11,
        "dp_hpwl_mm": 2.500,
        "routabilityCongestion": 0.7851,
    },
    "sta": {
        "finalClockPeriodUsage_pct": 54.40,
        "final.min_clock_period_ns": 2.285,
        "setup_viol": 0,
        "slew_violations": 0,
        "setup_tns_ns": 0,
        "rsz0062_at_grt": "false",
        "clock.fmax_mhz": 437.6,
        "tightest_slew_ns": 0.8984,
        "hold_viol_final": 0,
        "clock-skew-final_ns": 0.007131,
        "slew_headroom_pct": 39.26,
        "setup_ws_ns": 1.915,
    },
    "global_routing": {
        "grt_max_degree": 29,
        "grt_pass1_wl_mm": 6.299,
        "grtUsageTotal_pct": 5.133,
        "grt_pass1_vias": 1348,
        "overflow": 0,
        "antenna_found_initial": 0,
    },
    "yosys": {
        "simple_gate_share_pct": 27.82,
        "avgSynthCellArea_um2": 8.972,
        "adder_share_pct": 2.041,
        "yosys-stat-cells": 205,
        "mux_area_share_pct": 3.401,
        "async_flop_share_pct": 0,
        "ys_area_um2": 1839,
        "xor_area_share_pct": 1.429,
        "syn-instance-count": 205,
        "syn_area_um2": 1839,
        "ff_type": "dfxtp_1",
        "edf_count": 8,
        "synth_flops": 39,
        "synthAoiAreaFrac_pct": 14.35,
        "top_logic_kind": "simple AND/OR/NAND/NOR gates",
        "yosysUniqueCellTypes": 43,
        "yosysSeqAreaShare_pct": 46.80,
        "yosys_warnings": 1,
    },
    "cells_and_area": {
        "nFillCells": 1015,
        "final_util_pct": 23.58,
        "logic_area_um2": 904.6,
        "synthToLayoutAreaGrowth_pct": 19.05,
        "flop_area_um2": 860.8,
        "drive_above_1_share_pct": 10.23,
        "finish.instance_area_um2": 2190,
    },
    "job": {
        "tool_warnings": 26,
        "max_cap_violations": 0,
    },
    "outcome": {
        "status": "finished, final reports clean",
    },
}
-- tightest hold or removal path, stage by stage (launching register included) --
cell     delay [ns]
dfxtp_1        0.32
nand2_1        0.05
o21ai_0        0.06
-- registers in the layout (all words and copies together) (netlist names) --
| signal | flops |
|---|---|
| lcl_data | 9 |
| state | 4 |
| counter | 24 |
| baud_stb | 1 |
| o_busy | 1 |
-- report_power, final --
part | switching [mW] | internal [mW]
registers | 0.0545 | 0.427
logic | 0.0740 | 0.0777
clock network | 0.132 | 0.174
-- cells in the final DEF (no fill, tap or decap), types with 3 or more instances in the layout --
master	n
nand2b_1	3
nand2_1	31
a21oi_1	12
nand3_1	5
clkdlybuf4s50_1	11
dfxtp_1	31
nor2_1	9
or4_4	3
or4_1	3
inv_1	6
and3_1	5
nor3_1	5
buf_4	3
ha_1	3
nand4_1	8
nor4_1	5
or3_1	3
o21ai_0	16
clkbuf_8	5
o311ai_0	3
o22ai_1	4
mux2i_1	4
edfxtp_1	8
-- how the worst max path moves through the flow --
| stage | start | endpoint | depth (start not counted) |
|---|---|---|---|
| 5_1_grt | i_wr | counter[14] | 5 |
| 4_1_cts | i_wr | counter[14] | 5 |
| 6_report | i_wr | counter[14] | 5 |
-- layer usage --
metal	wire, um	up-vias	global-route usage, %
li1	-	775	-
met1	1937	697	7.069
met2	1651	14	8.287
met3	78	10	0.9723
met4	76	0	0.9274
met5	0	-	0
-- synth_stat cells (5+ instances only) --
cell	instances	area, um^2
nand2_1	31	116.4
clkbuf_1	9	33.78
edfxtp_1	8	240.2
nor3_1	5	25.02
nand4_1	8	50.05
nor2_1	9	33.78
o21ai_0	16	80.08
inv_1	6	22.52
and3_1	5	31.28
dfxtp_1	31	620.6
nor4_1	5	31.28
a21oi_1	12	60.06
nand3_1	5	25.02
-- cell type report --
| cell class | count | area share (%) |
|---|---|---|
| clock buffer | 5 | 3.143 |
| clock inverter | 3 | 1.771 |
| inverter | 6 | 1.029 |
| multi-input combinational | 148 | 41.31 |
| sequential | 39 | 39.31 |
| tap | 129 | 7.371 |
| timing repair buffer | 14 | 6.057 |
-- cells by family after synthesis --
| group | after synthesis |
|---|---|
| AOI/OAI and AO/OA | 44 |
| muxes | 6 |
| and+or+nand+nor | 92 |
| xor gates and xnor gates | 3 |
| DFF | 39 |
| adders and majority gates | 3 |
| buffers and inverters | 18 |
-- stage by stage --
stage                     std cells  hold slack (ns)
after detailed placement        336           0.4648
after global routing            344           0.5061
after global placement          336           0.4560
final                           344           0.4743
after floorplan                 205           0.4359
after CTS                       344           0.4762
