## flow/config.mk

```make
export PLATFORM = sky130hd
export DESIGN_NAME = helloworld
export DESIGN_NICKNAME = helloworld
export VERILOG_FILES = /design/flow/design.v
export SDC_FILE = /design/flow/constraint.sdc
export NUM_CORES = 4
export LEC_CHECK = 1
export CORE_UTILIZATION = 40
```

## flow/constraint.sdc

```tcl
current_design helloworld

set clk_period 3.9
set clk_io_pct 0.2

create_clock -name clk0 -period $clk_period [get_ports {i_clk}]

set non_clock_inputs [all_inputs -no_clocks]
set_input_delay [expr $clk_period * $clk_io_pct] -clock clk0 $non_clock_inputs
set_output_delay [expr $clk_period * $clk_io_pct] -clock clk0 [all_outputs]
```

## flow/design.v

```verilog
`default_nettype none
module	helloworld(i_clk,
		o_uart_tx);
	parameter	CLOCK_RATE_HZ = 100_000_000;  
	parameter	BAUD_RATE = 115_200;  
	input		i_clk;
	output	wire	o_uart_tx;
	parameter	INITIAL_UART_SETUP = (CLOCK_RATE_HZ/BAUD_RATE);
	reg		tx_restart;
	reg	[27:0]	hz_counter;
	initial	hz_counter = 28'h16;
	always @(posedge i_clk)
	if (hz_counter == 0)
		hz_counter <= CLOCK_RATE_HZ - 1'b1;
	else
		hz_counter <= hz_counter - 1'b1;
	initial	tx_restart = 0;
	always @(posedge i_clk)
		tx_restart <= (hz_counter == 1);
	wire		tx_busy;
	reg		tx_stb;
	reg	[3:0]	tx_index;
	reg	[7:0]	tx_data;
	initial	tx_index = 4'h0;
	always @(posedge i_clk)
	if ((tx_stb)&&(!tx_busy))
		tx_index <= tx_index + 1'b1;
	always @(posedge i_clk)
	case(tx_index)
	4'h0: tx_data <= "H";
	4'h1: tx_data <= "e";
	4'h2: tx_data <= "l";
	4'h3: tx_data <= "l";
	4'h4: tx_data <= "o";
	4'h5: tx_data <= ",";
	4'h6: tx_data <= " ";
	4'h7: tx_data <= "W";
	4'h8: tx_data <= "o";
	4'h9: tx_data <= "r";
	4'ha: tx_data <= "l";
	4'hb: tx_data <= "d";
	4'hc: tx_data <= "!";
	4'hd: tx_data <= " ";
	4'he: tx_data <= "\n";
	4'hf: tx_data <= "\r";
	endcase
	initial	tx_stb = 1'b0;
	always @(posedge i_clk)
	if (&tx_restart)
		tx_stb <= 1'b1;
	else if ((tx_stb)&&(!tx_busy)&&(tx_index==4'hf))
		tx_stb <= 1'b0;
txuart2 #(.CLOCKS_PER_BAUD(INITIAL_UART_SETUP[23:0])) transmitter (
	.o_busy   (tx_busy  ),
	.o_uart_tx(o_uart_tx),
	.i_clk    (i_clk    ),
	.i_data   (tx_data  ),
	.i_reset  (1        ),
	.i_wr     (tx_stb   )
);		
endmodule
`default_nettype none
module txuart2 
    #(
        parameter [23:0] CLOCKS_PER_BAUD = 24'd68
    )(
    output reg o_busy,            
    output reg o_uart_tx,         
    input wire i_clk,             
    input wire [7:0] i_data,      
    input wire i_reset,           
    input wire i_wr               
);
    localparam 
    IDLE  = 2'b00, 
    START = 2'b01, 
    TX    = 2'b10; 
    reg [1:0] state;
    reg [1:0] nextstate;
    reg baud_stb;      
    reg [23:0] count;  
    reg [8:0] lcl_data;  
    reg [3:0] tx_count;  
    initial baud_stb = 1'b0;
    initial count[23:0] = CLOCKS_PER_BAUD;
    initial lcl_data[8:0] = 9'h1ff;
    initial o_busy = 1'b0;
    initial o_uart_tx = 1'b1;
    initial tx_count[3:0] = 4'b0;
    initial state = IDLE;
    always @* begin
        nextstate = 2'bxx;  
        case (state)
            IDLE : if        ((i_wr) && (!o_busy))                      nextstate = START;
            START: if        (baud_stb)                                 nextstate = TX;
                     else                                               nextstate = START;
            TX   : if        ((tx_count == 10) && baud_stb && i_wr)     nextstate = START;
                     else if ((tx_count == 10) && baud_stb && (!i_wr))  nextstate = IDLE;
                     else                                               nextstate = TX;
            default :                                                   nextstate = IDLE;  
        endcase
    end
    always @(posedge i_clk or negedge i_reset) begin
        if (!i_reset)
            state <= IDLE;
        else
            state <= nextstate;
    end
    always @(posedge i_clk or negedge i_reset) begin
        if (!i_reset) begin
            baud_stb <= 1'b0;
            count[23:0] <= CLOCKS_PER_BAUD;
            lcl_data[8:0] <= 9'h1ff;
            o_busy <= 1'b0;
            o_uart_tx <= 1'b1;
            tx_count[3:0] <= 4'b0;
        end
        else begin
            baud_stb <= (count== 24'h1)? 1 : 0;  
            count[23:0] <= (!baud_stb)? (count-1) : CLOCKS_PER_BAUD;  
            lcl_data[8:0] <= 9'h1ff;  
            o_busy <= 1'b1;  
            o_uart_tx <= 1'b1;  
            tx_count[3:0] <= (baud_stb)? (tx_count+1) : tx_count;  
            case (nextstate)
                IDLE : begin
                              baud_stb <= 1'b0;
                              count[23:0] <= CLOCKS_PER_BAUD;
                              o_busy <= 1'b0;
                              tx_count[3:0] <= 4'b0;
                end
                START: begin
                              lcl_data[8:0] <= (!o_busy)?{i_data, 1'b0} : lcl_data;
                              o_busy <= ((tx_count==10) && baud_stb)? 1'b0 : 1'b1;
                              o_uart_tx <= 1'b0;
                              tx_count[3:0] <= 4'b1;
                end
                TX   : begin
                              count[23:0] <= (!baud_stb)? (count-1) : (CLOCKS_PER_BAUD-1);
                              lcl_data[8:0] <= (baud_stb)? {1'b1, lcl_data[8:1]} : lcl_data;
                              o_uart_tx <= lcl_data[0];
                end
            endcase
        end
    end
endmodule
```

## flow/run.sh

```bash
#!/bin/bash
# OpenROAD 26Q1-2900-gdf79404cd8, Yosys 0.63+post, stock flow scripts
make -C /OpenROAD-flow-scripts/flow DESIGN_CONFIG=/design/flow/config.mk WORK_HOME=/design/flow/orfs finish
```

==> results.yml <==
# flow metrics
drt:
  via_count: 2872
  wl_per_cell_um: 12.8
  drtPass1Iterations: 6
  diodes: 0
  drc_errors: 0
  viasPerCell: 5.36
  drt_iter0_markers: 111
  final_antenna_net_count: 0
  drt_wl_total_um: 6880
critical_path:
  required_ns: 4.19
  critPathCaptureType: "register"
  ff2ff_setup_slack_ns: 1.55
  start_kind: "register"
  cp.arrival_ns: 2.64
  critPathMaxStageDelay_ns: 0.78
  worstRegToRegCells: 4
  cp_max_fo: 16
  crit_type: "register to register"
  crit_path_top_delay_cell: "or4b_2"
  r2r-start: "transmitter.count[10]"
  cp-startpoint: "transmitter.count[10]"
  path_cells: "nor4_1 -> nand4b_1 -> or4b_2 -> a21oi_1"
  worstReg2RegEnd: "transmitter.count[18]"
  cp-endpoint: "transmitter.count[18]"
final_timing:
  fin_ws_ns: 1.55
  maxSlewHeadroom: 0.525
  period_needed_ns: 2.35
  maxSlewViolCount: 0
  finalSetupViolCount: 0
  fin_skew_ns: 0.0155
  min_period_over_period: 0.604
  finalSetupTns_ns: 0
  tightest_slew_ns: 0.706
  max_freq_mhz: 425
  rsz0062_at_grt: "false"
  worst_hold_slack_ns: 0.430
  hold_violations: 0
layout:
  finish.instance_area_um2: 4190
  fin_cells: 536
  most-common-layout-cells: "66 x dfxtp_1, 35 x nor2_1, 29 x nand2_1"
  syn_to_final_growth_pct: 8.36
  drive_above_1_share: 0.0762
  final_common_cell: "dfxtp_1"
  fin_util: 0.451
synth:
  synth_cell_types: 52
  synth_top_area_share: 0.342
  ys_async_sr_fraction: 0
  yosys.stat.seqShare: 0.474
  ys_seq_elements: 83
  syn_inst: 403
  topCellsByArea: "dfxtp_1 34%, edfxtp_1 13%, ha_1 5.2%"
  ys_warn_count: 3
  ys_cells: 403
  syn_avg_cell_area_um2: 9.59
  ff_type: "dfxtp_1"
  top_area_cell: "dfxtp_1"
  netlist_area_um2: 3860
  edf_count: 17
  ys_area_um2: 3860
clocking:
  cts_resized: 0
  path_clk_slew_ns: 0.10
  post_cts_buffers: 0
  cts-buffers-inserted: 9
  cts_sinks: 83
  tritoncts: "yes"
  clock_path_buffers: 2
  insertion_delay_ns: 0.36
  cts_root_buf: "clkbuf_8"
  htreeDepth: 3
  hold_buffers: 0
placed_design:
  placed_area_um2: 3990
  post-place-cells: 520
  gp_congestion: 0.821
  io_buffers: 1
  dp_hpwl_um: 4610
  dp_slack_ns: 1.56
power:
  power_density_nw_per_um2: 357
  power_leakage_nw: 1.62
  ir_drop_uv: 183
  finalPower_mw: 1.50
die:
  ioPinCount: 2
  core_area_um2: 9280
  fp-utilization: 0.416
  chipArea_um2: 10100
  dieHeight_um: 100
  die_w_um: 100
  rows: 35
global_routing:
  antenna_found_initial: 0
  gr-total-overflow: 0
  grt_use_total: 0.150
  grt_pass1_wl_um: 12100
  grt_start_max_net_pins: 17
  grt_pass1_vias: 2604
hold_path:
  hold_path_class: "register to register"
status:
  status: "finished clean"
run:
  warnings: 36
  drv_cap: 0
## synth_stat cells, drive strengths merged, types with 4 or more instances
library cell and count:
nor2 35, o31ai 10, nand2 29, clkbuf 13, and4 4, ha 16
nor3 15, o21ai 24, inv 13, o22a 7, or4 14, o41ai 5
xnor2 16, dfxtp 66, xor2 7, nand4 9, nand3b 4, edfxtp 17
or3 6, a21boi 5, nand3 7, a21oi 22, nor4 16
## power breakdown
group	internal [mW]	switching (mW)	total (mW)
registers	0.871	0	0.871
clock network	0.300	0.324	0.625
logic	0	0	0.000000796
total	1.17	0.324	1.50
## worst min-delay path by stage
stage	from	end	slack [ns]	cells past startpoint
global route	hz_counter[0]	hz_counter[0]	0.46	1
CTS	hz_counter[0]	hz_counter[0]	0.44	1
finish	hz_counter[0]	hz_counter[0]	0.43	1
## per-layer routing
metal,track usage,routed length (µm),vias to the layer above
met3,0.0361,292,4
met1,0.231,3520,1313
met4,0.0123,59,0
met5,0,0,-
met2,0.232,3010,50
li1,-,-,1505
## layout make-up
type / count / area [µm²]
fillers: 871 / 5100
multi-input cells: 290 / 1910
flip-flops and latches: 83 / 1830
well taps: 129 / 161
clock buffers: 9 / 124
clock inverters: 7 / 76.3
inverters: 14 / 52.6
repair buffers: 4 / 32.5
## cells by family (layout without fill, tap and decap cells)
logic type	Yosys count	in the layout	synth area share
AND-OR/OR-AND	85	85	0.141
XOR/XNOR	23	23	0.0521
adder cells (fa/ha/maj)	16	16	0.0518
buffers and inverters	30	34	0.0321
flip-flops	83	83	0.474
multiplexers	5	5	0.0139
AND/OR/NAND/NOR	161	161	0.235
## flip-flops by register name (all words and copies together), names as in the netlist, 2 cells and up
signal	count
transmitter.tx_count	4
transmitter.lcl_data	9
transmitter.state	2
tx_data	7
transmitter.count	24
tx_index	4
hz_counter	28
## critical path, delay by kind of cell, from the launching register on
| family | cells | cell delay (ns) |
|---|---|---|
| AND-OR/OR-AND | 1 | 0.15 |
| flip-flops | 1 | 0.34 |
| AND/OR/NAND/NOR | 3 | 1.81 |
Power figures rest on the tool's default switching activity, not on a simulated workload.
